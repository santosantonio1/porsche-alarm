File: flow/design.v
module debouncer( 
    input clock, reset, noisy,
    output reg clean 
);
    reg [19:0] count;
    reg new_input;
    always @(posedge clock)
    begin
        if (reset) begin 
            new_input <= noisy; 
            clean <= noisy; 
            count <= 20'd0;
        end
        else  
        begin 
            if (noisy != new_input) begin
                new_input <= noisy; 
                count <= 0;
            end
            else if (count == 20'd1_000_000)  
                clean <= new_input;
            else 
                count <= count + 20'd1;
        end
    end
endmodule
`timescale 1ns / 1ps
module display(
    input clock,
    input reset,
    input [5:0] d1,
    input [5:0] d2,
    input [5:0] d3,
    input [5:0] d4,
    input [5:0] d5,
    input [5:0] d6,
    input [5:0] d7,
    input [5:0] d8,
    output [7:0] dec_cat,
    output [7:0] an
    );    
    reg [2:0] selected;
    always @(posedge clock, posedge reset) begin
        if(reset) begin
            selected <= 3'd0;
        end
        else begin
            if(timer1ms) begin
                selected <= selected + 3'd1;
            end
        end
    end
    reg [7:0] cathode;
    always @* begin
        case(selected)
            3'b000:  cathode = {segments[d1[4:1]], ~d1[0]};
            3'b001:  cathode = {segments[d2[4:1]], ~d2[0]};
            3'b010:  cathode = {segments[d3[4:1]], ~d3[0]};
            3'b011:  cathode = {segments[d4[4:1]], ~d4[0]};
            3'b100:  cathode = {segments[d5[4:1]], ~d5[0]};
            3'b101:  cathode = {segments[d6[4:1]], ~d6[0]};
            3'b110:  cathode = {segments[d7[4:1]], ~d7[0]};
            default: cathode = {segments[d8[4:1]], ~d8[0]};  
        endcase
    end
    reg [7:0] anode;
    always @* begin
        case(selected)
            3'b000:  anode = (d1[5] == 1'b1) ? 8'b0111_1111 : 8'b1111_1111; 
            3'b001:  anode = (d2[5] == 1'b1) ? 8'b1011_1111 : 8'b1111_1111;
            3'b010:  anode = (d3[5] == 1'b1) ? 8'b1101_1111 : 8'b1111_1111;
            3'b011:  anode = (d4[5] == 1'b1) ? 8'b1110_1111 : 8'b1111_1111;
            3'b100:  anode = (d5[5] == 1'b1) ? 8'b1111_0111 : 8'b1111_1111;
            3'b101:  anode = (d6[5] == 1'b1) ? 8'b1111_1011 : 8'b1111_1111;
            3'b110:  anode = (d7[5] == 1'b1) ? 8'b1111_1101 : 8'b1111_1111;
            default: anode = (d8[5] == 1'b1) ? 8'b1111_1110 : 8'b1111_1111;  
        endcase
    end
    wire [6:0] segments [15:0];
    assign segments[0] = 7'b1000000;
    assign segments[1] = 7'b1111001;
    assign segments[2] = 7'b0100100;
    assign segments[3] = 7'b0110000;
    assign segments[4] = 7'b0011001;
    assign segments[5] = 7'b0010010;
    assign segments[6] = 7'b0000010;
    assign segments[7] = 7'b1111000;
    assign segments[8] = 7'b0000000;
    assign segments[9] = 7'b0010000;
    assign segments[10] = 7'b0001000;
    assign segments[11] = 7'b0000011;
    assign segments[12] = 7'b1000110;
    assign segments[13] = 7'b0100001;
    assign segments[14] = 7'b0000110;
    assign segments[15] = 7'b0001110;
    reg timer1ms;
    reg [16:0] counter;
    always @(posedge clock, posedge reset) begin
        if(reset) begin
            timer1ms <=  1'b0;
            counter  <= 17'd0;
        end
        else begin
            if(counter == 17'd100_000) begin
                timer1ms <= 1'b1;
                counter <= 17'd0;
            end
            else begin
                timer1ms <= 1'b0;
                counter <= counter + 17'd1;
            end
        end
    end
    assign an = anode;
    assign dec_cat = cathode;
endmodule
module fsm(
    input clock, reset, ignition, door_driver, door_pass, one_hz_enable, expired, reprogram,
    output start_timer, status, enable_siren, 
    output[1:0] interval, ARM_EA_DISPLAY,
    output[2:0] EA_DISPLAY
);
reg[2:0] EA, PE;
reg[1:0] ARM_EA, ARM_PE, time_sel;
wire arm;
always @(posedge clock, posedge reset)
begin
    if(reset) begin
        EA <= 0;
    end else begin
        EA <= PE;
    end
end
always @*
begin
    if(reprogram) begin 
        PE <= 0;
    end else begin 
    if(ignition)  PE <= 1;
    else begin
        case(EA)
            0:
            begin
                if(door_driver || door_pass)    PE <= 2;
                else        PE <= 0;
            end
            1:
            begin
                if(expired && arm)  PE <= 0;
                else PE <= 1;
            end
            2:
            begin
                if(expired)     PE <= 3;
                else            PE <= 2;
            end
            3:
            begin
                if(!door_driver && !door_pass)     PE <= 4;
                else    PE <= 3;
            end
            4:
            begin
                if(expired)     PE <= 0;
                else if(door_driver || door_pass)   PE <= 3;
                else    PE <= 4;
            end
            default: PE <= 0;
        endcase
        end
    end
end
always @(posedge clock, posedge reset)
begin
    if(reset) begin
        ARM_EA <= 0;
    end else begin
        ARM_EA <= ARM_PE;
    end
end
always @*
begin
    case(ARM_EA)
        0:
        begin
            if(!ignition)     ARM_PE <= 1;
            else        ARM_PE <= 0;
        end 
        1:
        begin
            if(ignition) ARM_PE <= 0;
            else if(door_driver)       ARM_PE <= 2;
            else        ARM_PE <= 1;
        end
        2:
        begin
            if(ignition)      ARM_PE <= 0;
            else if(!door_driver && !door_pass)      ARM_PE <= 3;
            else        ARM_PE <= 2;
        end 
        3:
        begin
            if(ignition)      ARM_PE <= 0;
            else if(door_driver || door_pass)   ARM_PE <= 2;
            else        ARM_PE <= 3;
        end 
    endcase
end
always @(posedge clock, posedge reset)
begin
    if(reset) begin
        time_sel <= 1;
    end else begin
        case(EA)
            0:
            begin
                if(door_pass) time_sel <= 2;
                else time_sel <= 1;
            end
            1:   time_sel <= 0;
            2:   time_sel <= 3;
        endcase
    end
end
assign start_timer = (EA == 2 && expired)        || 
                     (EA == 1 && ARM_EA == 2 && ARM_PE == 3)  ||
                     (EA == 0 && PE == 2)     ||
                     (EA == 3 && PE == 4);
assign arm = (ARM_EA == 3);
assign status = ((EA == 0 && (one_hz_enable)) || (EA == 2) || (EA == 3) || EA == (4));
assign enable_siren = (EA == 3 || EA == 4);
assign interval = time_sel;
assign EA_DISPLAY = EA;
assign ARM_EA_DISPLAY = ARM_EA;
endmodule
module fuel_pump(
    input clock, reset, ignition, switch, pedal,
    output status
);
reg EA, PE;
always @(posedge clock, posedge reset) 
begin
    if(reset) begin
        EA <= 0;
    end else begin
        EA <= PE;
    end
end
always @* 
begin
    case(EA)
        0:
            if(switch && pedal && ignition)     PE <= 1;
            else            PE <= 0;
        1:
            if(!ignition)   PE <= 0;
            else            PE <= 1;
    endcase    
end
assign status = (EA == 1) ? 1 : 0;
endmodule
module siren_generator(
    input enable_siren, half_hz_enable,
    output[2:0] siren
);
assign siren = (enable_siren && half_hz_enable) ? 3'b001 :
               (enable_siren && !half_hz_enable) ? 3'b100 : 0;
endmodule
module top(
    input clock, reset, ignition, door_driver, door_pass, hidden_sw, pedal, reprogram,
    input[1:0] time_select_param,
    input[3:0] time_value,
    output status, fuel_pump_status,
    output[2:0] siren,
    output[7:0] an, dec_cat
);
wire[2:0] EA, PE;
wire c_ignition, c_door_driver, c_door_pass, c_hidden_sw, c_pedal, c_reprogram;
wire tsp1, tsp0, t3, t2, t1, t0; 
wire[1:0] ARM_EA, TIMER_EA, interval;
wire one_hz_enable, half_hz_enable, expired, start_timer, arm, enable_siren;
wire[3:0] value, value_display;
debouncer DEB_IG(
    clock, reset, ignition, c_ignition
);
debouncer DEB_DOOR_DRIVER(
    clock, reset, door_driver, c_door_driver
);
debouncer DEB_DOOR_PASS(
    clock, reset, door_pass, c_door_pass
);
debouncer DEB_HIDDEN_SW(
    clock, reset, hidden_sw, c_hidden_sw
);
debouncer DEB_PEDAL(
    clock, reset, pedal, c_pedal
);
debouncer DEB_REPROGRAM(
    clock, reset, reprogram, c_reprogram
);
debouncer DEB_TIME_SELECT_PARAM_1(
    clock, reset, time_select_param[1], tsp1
);
debouncer DEB_TIME_SELECT_PARAM_0(
    clock, reset, time_select_param[0], tsp0
);
debouncer DEB_TIME_VALUE_3(
    clock, reset, time_value[3], t3
);
debouncer DEB_TIME_VALUE_2(
    clock, reset, time_value[2], t2
);
debouncer DEB_TIME_VALUE_1(
    clock, reset, time_value[1], t1
);
debouncer DEB_TIME_VALUE_0(
    clock, reset, time_value[0], t0
);
fuel_pump FUEL_PUMP_DRIVER(
    clock, reset, c_ignition, c_hidden_sw, c_pedal, fuel_pump_status
);
siren_generator SIREN_GENERATOR_DRIVER(
    enable_siren, half_hz_enable, siren
);
time_parameters TIME_CONTROL_DRIVER(
    clock, reset, {tsp1, tsp0}, {t3, t2, t1, t0}, c_reprogram, interval, value
);
timer TIMER_DRIVER(
    clock, reset, start_timer, value, expired, one_hz_enable, half_hz_enable, value_display, TIMER_EA
);
display DISPLAY_DRIVER(
    .clock(clock), .reset(reset), 
    .d1({1'b1, 1'b0, EA, 1'b0}), 
    .d2({1'b1, 2'b00, ARM_EA, 1'b0}), 
    .d3(0),
    .d4({1'b1, 2'b0, {tsp1, tsp0}, 1'b0}), 
    .d5({1'b1, {t3,t2,t1,t0}, 1'b0}), 
    .d6(0), 
    .d7({1'b1, 2'b00, TIMER_EA, 1'b0}), 
    .d8({1'b1, value_display, 1'b0}),
    .an(an), .dec_cat(dec_cat)
);
fsm FSM_DRIVER(
    .clock(clock), 
    .reset(reset), 
    .ignition(c_ignition), 
    .door_driver(c_door_driver), 
    .door_pass(c_door_pass), 
    .one_hz_enable(one_hz_enable), 
    .expired(expired), 
    .reprogram(c_reprogram),
    .start_timer(start_timer), 
    .status(status), 
    .enable_siren(enable_siren), 
    .interval(interval), 
    .ARM_EA_DISPLAY(ARM_EA),
    .EA_DISPLAY(EA)
);
endmodule
module time_parameters(
    input clock,
    input reset,
    input [1:0]  time_param_sel,
    input [3:0]  time_value, 
    input        reprogram, 
    input [1:0]  interval,
    output [3:0] value
);
reg [3:0] T_ARM_DELAY;               
reg [3:0] T_DRIVER_DELAY;            
reg [3:0] T_PASSENGER_DELAY;         
reg [3:0] T_ALARM_ON;                
always @(posedge clock, posedge reset) begin
    if(reset) begin
        T_ARM_DELAY       <= 4'b0110;    
        T_DRIVER_DELAY    <= 4'b1000;    
        T_PASSENGER_DELAY <= 4'b1111;    
        T_ALARM_ON        <= 4'b1010;    
    end
    else begin
        if(reprogram) begin
            case(time_param_sel)
                2'b00: T_ARM_DELAY       <= time_value;
                2'b01: T_DRIVER_DELAY    <= time_value;
                2'b10: T_PASSENGER_DELAY <= time_value;
                2'b11: T_ALARM_ON        <= time_value;
                default: T_ALARM_ON      <= time_value;
            endcase
        end
    end
end
assign value  =  (interval == 2'b00)         ? T_ARM_DELAY      :
                 (interval == 2'b01)      ? T_DRIVER_DELAY   :
                 (interval == 2'b10)   ? T_PASSENGER_DELAY: 
                 (interval == 2'b11)          ? T_ALARM_ON : 4'b0000;
endmodule
module timer(
    input clock, reset, start_timer, 
    input[3:0] value,
    output expired, one_hz_enable, half_hz_enable,
    output[3:0] value_display,
    output[1:0] EA_DISPLAY
);
reg[1:0] EA, PE;
reg[30:0] t, hz_counter;
reg[3:0] t_seg;
reg ohze, hhze;
always @(posedge clock, posedge reset)
begin
    if(reset) begin
        EA <= 0;
    end else begin
        EA <= PE;
    end
end
always @*
begin
    case(EA)
    0: 
    begin
        if(start_timer) PE <= 1;
        else PE <= 0;
    end
    1:      
    begin
            PE <= 2;
    end
    2: 
    begin
            if(start_timer)      PE <= 1;
            else if(t_seg<=0)    PE <= 3;
            else                 PE <= 2;
    end
    3:
    begin
            PE <= 0;
    end
    endcase
end
always @(posedge clock, posedge reset)
begin
    if(reset) begin
        t_seg <= 0;
        t <= 0;  
    end else begin
        case(EA)
        1:
        begin
            t_seg <= value;
            t <= 0;     
        end
        2: 
        begin
            if(t < 100_000_000) begin
                t <= t + 1;
            end else begin
                t <= 0;
                t_seg <= t_seg - 1;
            end    
        end
        default:
        begin
            t <= 0;
            t_seg <= 0;
        end
        endcase
    end
end
always @(posedge clock, posedge reset)
begin
    if(reset) begin
        hhze <= 0;
        ohze <= 0;
        hz_counter <= 0;
    end else begin
        if(hz_counter < 100_000_000) begin
            hz_counter <= hz_counter + 1;
            if(hz_counter == 50_000_000)
                hhze <= 1;
        end else begin
            hhze <= 0;
            ohze <= !ohze;
            hz_counter <= 0;
        end
    end
end
assign expired = (EA == 3);
assign one_hz_enable = ohze;
assign half_hz_enable = hhze;
assign value_display = t_seg;
assign EA_DISPLAY = EA;
endmodule
File: flow/constraint.sdc
current_design top

set clk_period 4.1
set clk_io_pct 0.2

create_clock -name clk0 -period $clk_period [get_ports {clock}]

set non_clock_inputs [all_inputs -no_clocks]
set_input_delay [expr $clk_period * $clk_io_pct] -clock clk0 $non_clock_inputs
set_output_delay [expr $clk_period * $clk_io_pct] -clock clk0 [all_outputs]
File: flow/config.mk
export PLATFORM = sky130hd
export DESIGN_NAME = top
export DESIGN_NICKNAME = top
export VERILOG_FILES = /design/flow/design.v
export SDC_FILE = /design/flow/constraint.sdc
export NUM_CORES = 4
export LEC_CHECK = 1
export CORE_UTILIZATION = 50
File: flow/run.sh
#!/bin/bash
# OpenROAD 26Q1-2900-gdf79404cd8, Yosys 0.63+post, stock flow scripts
make -C /OpenROAD-flow-scripts/flow DESIGN_CONFIG=/design/flow/config.mk WORK_HOME=/design/flow/orfs finish
==> ci_impl_report.md <==
### Yosys + OpenROAD results

| Metric | Value |
|---|---|
| Maximum VDD drop | `around 290 uV` |
| Crit path cell chain | `inv_1 -> ha_1 -> nor2_1 -> mux2i_1 -> nor2_2 -> o21ai_0 -> o221ai_1 -> clkdlybuf4s50_1` |
| Dominant cell area share | `26.0%` |
| Die height | `slightly below 200 um` |
| Count of final max-slew check failures | `0` |
| Total grt overflow | `0` |
| Inserted Clock Buffers | `43` |
| Input/output buffers | `30` |
| Worst R2R Path Depth | `6` |
| Final-report setup violation count | `0` |
| Pwr Density | `roughly 420 nW/um^2` |
| Fin cells | `roughly 2,600` |
| Post-layout min period | `3820 ps` |
| Clock root buffer | `clkbuf_16` |
| Area growth syn-to-layout | `11.6%` |
| FP Util | `about half` |
| Arrival time at the worst endpoint | `3000 ps` |
| Prevailing post-synth register cell | `dfxtp_1` |
| Yosys warning tally | `8` |
| FMAX | `roughly 0.26 GHz` |
| Final hold slack | `between 400 and 500 ps` |
| Post-Route WL | `35,100 um` |
| Cell type with the largest total area | `dfxtp_1` |
| Slew @ Worst Pin | `826 ps` |
| Die Wd | `approximately 200 um` |
| CP Max Fanout | `10` |
| Area post-placement | `around 19,000 sq um` |
| Site row count | `about 70` |
| DRC | `0` |
| Gp weighted congestion | `0.877` |
| Dpl hpwl | `between 20,000 and 25,000 um` |
| Clock Skew | `about 12 ps` |
| Detail-routed via count per cell | `around 5.3` |
| CTS sink count | `381` |
| Synth cell types | `70` |
| Crit-path slowest cell | `clkdlybuf4s50_1` |
| Hold Vio Cnt, Final | `0` |
| Fin util | `56.5%` |
| Post-Layout Inst Area | `slightly above 20,000 sq um` |
| YS chip area | `approximately 18,000 sq um` |
| Worst flop-to-flop path startpoint | `TIMER_DRIVER.t[9]` |
| Crit start category | `register` |
| Hold Path Sink | `TIMER_DRIVER.t[0]` |
| Critical Path RT | `3280 ps` |
| All-Layer GR Usage | `19.8%` |
| Worst setup EP type | `output pin` |
| Number of flops mapped to enable cells by yosys | `24` |
| Crit path depth | `8` |
| Fraction of layout cells with a size suffix above 1 | `7.09%` |
| Clock-pin slew on the worst setup and hold paths | `60 ps` |
| Leak | `7.36 nW` |
| Ys flops | `approximately 380` |
| DIE AREA | `37,800 sq um` |
| Syn Area/Cell | `9.07 sq um` |
| Status | `finished clean` |
| Crit path launch | `DISPLAY_DRIVER.selected[1]` |
| First-pass GRT wire length | `61,100 um` |
| Top delay family on crit path | `buffers and inverters` |
| Tally of OpenROAD warnings | `50` |
| First-pass DRT Iterations | `5` |
| Area of the core | `about 37,000 sq um` |
| Worst slew margin | `~44%` |
| Yosys cell count | `roughly 2,000` |
| Worst setup path category | `register to output pin` |
| Clk ins delay skew pair | `approximately 550 ps` |
| Hold path startpoint | `TIMER_DRIVER.t[0]` |
| Fin crit share | `between 90% and 100%` |
| Post-synth seq share | `a little under half` |
| I/O pin count | `35` |
| Placed cells | `2,490` |
| Most frequent cells after synthesis | `346 x nor2_1, 240 x dfxtp_1, 153 x nand2_1, 149 x xor2_1, 128 x nand3_1` |
| Ys async rst share | `30.7%` |
| H-tree Lvls | `2` |
| CTS tree | `done` |
| Post-Syn Area | `between 15,000 and 20,000 sq um` |
| Setup TNS | `0 ps` |
| Hold Path Cell Cnt | `1` |
| Drt first-iter violations | `slightly above 700` |
| Vias in the first global route | `about 13,000` |
| Internal reg-to-reg setup slack | `around 1800 ps` |
| Clock Path Buffers | `3` |
| Routed vias | `between 10,000 and 15,000` |
| Leading registers by flop count | `TIMER_DRIVER.hz_counter x31, TIMER_DRIVER.t x31` |
| Wire per inst | `between 10 and 15 um` |
| R2R Path End | `TIMER_DRIVER.t[14]` |
| Post-Syn Instances | `approximately 2,000` |
| Worst hold path class | `register to register` |
| Crit path largest cell delay | `~490 ps` |
| DRT antenna net count | `0` |
| Max_cap viols | `0` |
| Count leader, synth | `nor2_1` |
| WP buf/inv | `2` |
| RSZ-0062 raised after global routing | `false` |
| Largest cells by area | `dfxtp_1 26%, dfrtp_1 14%, xor2_1 7.1%` |
| Largest net degree at the start of global routing | `60` |
| Antenna violations before repair | `0` |
| Ant diodes | `0` |
## power breakdown
group	leakage (nW)	switching (mW)	total, mW	internal [mW]
logic	2.94	0.422	0.739	0.316
clock network	0.705	1.50	3.84	2.34
registers	3.72	0.159	4.07	3.91
## final cells by class
cell class	instances	area, sq um
Multi-Input combinational cell	1534	9540
Clock buffer	67	1320
Clock inverter	12	114
Tap cell	468	586
Timing Repair Buffer	38	360
Sequential cell	381	8470
Fill cell	3129	15900
Inverter	69	264
## metal layers
| layer | vias up | routed length, um | GRT usage [%] |
|---|---|---|---|
| li1 | 7104 | - | - |
| met3 | 49 | 1280 | 3.06 |
| met1 | 6291 | 18300 | 32.8 |
| met5 | - | 0 | 0 |
| met2 | 161 | 14900 | 29.1 |
| met4 | 0 | 615 | 3.32 |
## worst register-to-register path, cell delays in order, from the launching register on
cell and delay, ps:
dfrtp_1 450, or4_1 540, o2111ai_1 200, a31oi_1 210, or2_1 380, buf_4 260, nor2_1 150
## through the flow
stage / power [mW] / setup WS [ps]
finish: 8.65 / 282
global route: 9.04 / 44.8
detailed placement: 4.89 / 718
CTS: 8.78 / 107
global placement: 4.88 / 781
floorplan: 4.66 / 690
## timing repair
item,4_1_cts,5_1_grt
buffers inserted,0,0
gates resized,0,1
setup endpoints to repair,0,5
hold buffers,0,0
## cell usage in the layout, fill, tap and decap left out, types with 41 or more instances in the layout
cell type / count
o21ai_0: 43
xor2_1: 149
nand2_1: 153
ha_1: 44
xnor2_1: 120
clkbuf_16: 46
nand4_1: 71
a21oi_1: 59
nor3_1: 51
dfrtp_1: 107
dfxtp_1: 240
and3_1: 41
nor2_1: 345
inv_1: 67
nand3_1: 128
## cell families after synthesis
| group | Yosys count | synth area share, % |
|---|---|---|
| buf+inv | 134 | 2.91 |
| compound gates | 158 | 5.10 |
| other cells | 2 | 0.0406 |
| xor+xnor | 269 | 12.7 |
| fa+ha+maj | 45 | 3.03 |
| flops | 381 | 45.8 |
| simple gates | 1003 | 27.7 |
| mux | 47 | 2.75 |
## worst max-delay path by stage
stage	end	slack [ps]
4_1_cts	dec_cat[4]	110
5_1_grt	dec_cat[4]	40
6_report	dec_cat[4]	280
Power and IR drop assume default switching activity.
